$ cat run.sh
#!/bin/bash
# OpenROAD 26Q1-2900-gdf79404cd8, Yosys 0.63+post, stock flow scripts
make -C /OpenROAD-flow-scripts/flow DESIGN_CONFIG=/design/flow/config.mk WORK_HOME=/design/flow/orfs finish
$ cat config.mk
export PLATFORM = sky130hd
export DESIGN_NAME = FFT_Node
export DESIGN_NICKNAME = FFT_Node
export VERILOG_FILES = /design/flow/design.v
export SDC_FILE = /design/flow/constraint.sdc
export NUM_CORES = 4
export LEC_CHECK = 1
export CORE_AREA = 10 10 90 90
export DIE_AREA = 0 0 100 100
$ cat constraint.sdc
current_design FFT_Node

set clk_period 4.7
set clk_io_pct 0.2

create_clock -name clk0 -period $clk_period [get_ports {Clk}]

set non_clock_inputs [all_inputs -no_clocks]
set_input_delay [expr $clk_period * $clk_io_pct] -clock clk0 $non_clock_inputs
set_output_delay [expr $clk_period * $clk_io_pct] -clock clk0 [all_outputs]
$ cat design.v
module FFT_Node(Clk, Reset, RD, WR, Addr, DataIn, DataOut, 
                ScanIn, ScanOut, ScanEnable, 
                Idl, Idr, Ids, Enable, 
                inleft, inright, outleft, outright);
   parameter SIZE    = 4,
             IDWIDTH = 8,
             s       = 0,
             SCAN    = 1;
   input			 Clk,Reset,RD,WR;
   input [15-1:0]	 Addr;
   input [32-1:0]	 DataIn;
   output [32-1:0] DataOut;
   input [SIZE-1:0]                 ScanIn;
   output [SIZE-1:0]                ScanOut;
   input                            ScanEnable;
   reg [SIZE-1:2]                   ScanReg;
   input [IDWIDTH-1:0]              Idl;
   input [IDWIDTH-1:0]              Idr;
   input [IDWIDTH-1:0]              Ids;
   input                            Enable;
   input [SIZE:0]                   inleft;
   input [SIZE:0]                   inright;
   output [SIZE:0]                  outleft;
   output [SIZE:0]                  outright;
   reg [SIZE:0]                     outleft;
   reg [SIZE:0]                     outright;
   wire [SIZE:0]                    comleft;
   wire [SIZE:0]                    comright;
   COMBINATIONAL #(SIZE, s) com(inleft,inright,comleft,comright);
   assign DataOut[32-1:0] = 
      (!SCAN && (Addr[IDWIDTH-1:0] == Idl) ? outleft[SIZE-1:0] :
       !SCAN && (Addr[IDWIDTH-1:0] == Idr) ? outright[SIZE-1:0] : 
       !SCAN && (Addr[IDWIDTH-1:0] == Ids) ? {outright[SIZE],outleft[SIZE]} :
       32'bzzzzzzzzzzzzzzzzzzzzzzzzzzzzzzzz);
   assign ScanOut[SIZE-1:0] = outleft[SIZE-1:0];
   always @(posedge Clk)
      begin
 	 if(Reset)
	    begin
	       outleft = 0;
	       outright = 0;
	       ScanReg = 0;
	    end
         else if (SCAN && ScanEnable)
            begin
	       outleft[SIZE-1:0] = outright[SIZE-1:0];
               outright[SIZE-1:0] = 
                  {ScanReg[SIZE-1:2], outright[SIZE], outleft[SIZE]};
               {ScanReg[SIZE-1:2], outright[SIZE], outleft[SIZE]} = 
               ScanIn[SIZE-1:0];
            end 
         else if (!SCAN && WR && (Addr[IDWIDTH-1:0]==Idl))
               outleft[SIZE-1:0] = DataIn[SIZE-1:0];
         else if (!SCAN && WR && (Addr[IDWIDTH-1:0]==Idr))
               outright[SIZE-1:0] = DataIn[SIZE-1:0];
	 else if (!SCAN && WR && (Addr[IDWIDTH-1:0]==Ids))
	    {outright[SIZE],outleft[SIZE]} = DataIn[1:0];
         else if(Enable)
            begin
               outleft[SIZE:0]  = comleft[SIZE:0];
               outright[SIZE:0] = comright[SIZE:0];
	    end
      end
endmodule  
module FFT_Control(Clk, Reset, RD, WR, Addr, DataIn, DataOut,   
                   ScanIn, ScanOut, ScanEnable, ScanId,
                   Id,Enable);
   parameter SIZE    = 4,
             IDWIDTH = 8,
             SCAN    = 1;
   input                         Clk,Reset,RD,WR;
   input [15-1:0]  Addr;
   input [32-1:0]  DataIn;
   output [32-1:0] DataOut;
   input [IDWIDTH-1:0]           Id;
   output                        Enable;
   input [IDWIDTH-1:0]           ScanId;
   input [SIZE-1:0]              ScanIn;
   output [SIZE-1:0]             ScanOut;
   output                        ScanEnable;   
   reg [32-1:0]    count;
   reg [SIZE-1:0]                ScanReg;
   assign ScanEnable = (SCAN && (RD || WR) && (Addr[IDWIDTH-1:0]==ScanId));
   assign ScanOut[SIZE-1:0] = DataIn[SIZE-1:0];
   assign DataOut[32-1:0] = 
      (Addr[IDWIDTH-1:0] == Id) ? count: 
      ((ScanEnable && RD) ? ScanReg : 32'bzzzzzzzzzzzzzzzzzzzzzzzzzzzzzzzz);
   assign Enable = !(count==0);
   always @(posedge Clk)
      begin
         ScanReg = ScanIn;
         if (Reset)
            count=0;
         else if (WR && (Addr[IDWIDTH-1:0]==Id))
            count=DataIn;
         else if(count)
            count = count-1;
      end
endmodule  
module ADD_MINUS_1(a, b);
   parameter SIZE = 4;
   input [SIZE:0]  a;
   output [SIZE:0] b;
   wire [SIZE-1:0] ALL_ONES = ~0;
   assign b[SIZE]     = (!a[SIZE] && a[SIZE-1:0] == 0) ? 1 : 0;
   assign b[SIZE-1:0] = (a[SIZE]) ? ALL_ONES : a[SIZE-1:0] - 1;
endmodule  
module NORMALIZE(a,b);
   parameter SIZE = 4;
   input [SIZE:0]  a;
   output [SIZE:0] b;
   assign b[SIZE] = 
      (a[SIZE] && a[SIZE-1:0] == 0) ? 1 : 0;    
   assign b[SIZE-1:0] =
      (a[SIZE] && a[SIZE-1:0] != 0) ? a[SIZE-1:0]-1 : a[SIZE-1:0];
endmodule  
module ADD_NN(a, b, c);
   parameter SIZE = 4;
   input [SIZE:0]  a;
   input [SIZE:0]  b;
   output [SIZE:0] c;
   wire [SIZE:0]   sum;
   assign sum[SIZE-1:0] = a[SIZE-1:0]+b[SIZE-1:0];
   assign sum[SIZE] = (a[SIZE-1] & b[SIZE-1]) | ((~sum[SIZE-1]) & (a[SIZE-1] | b[SIZE-1]));
   NORMALIZE    #(SIZE) norm(sum, c);
endmodule  
module ADD(a, b, c);
   parameter SIZE = 4;
   input [SIZE:0]  a;
   input [SIZE:0]  b;
   output [SIZE:0] c;
   wire [SIZE:0]   sum1, sum2, sum3;
   ADD_NN        #(SIZE) add_nn(a,b,sum1);
   ADD_MINUS_1 #(SIZE) am1(a,sum2);
   ADD_MINUS_1 #(SIZE) am2(b,sum3);
   assign c[SIZE:0] = (a[SIZE] || b[SIZE]) ? (a[SIZE] ? sum3 : sum2) : sum1;
endmodule  
module NEGATE(a, b);
   parameter SIZE = 4;
   input [SIZE:0]  a;
   output [SIZE:0] b;
   wire [SIZE:0]   minus1 = (1 << SIZE), ozzo = (1 << SIZE) + 1;
   assign b[SIZE:0] = 
      a[SIZE] ? 1 : ((a[SIZE-1:0] == 0) ? 0 : ((a[SIZE-1:0] == 1) ? 
					       minus1 : ozzo-a));
endmodule  
module SHIFT_UP(a, c);
   parameter SIZE = 4,
	     s    = 0;
   input [SIZE:0]  a;
   output [SIZE:0] c;
   wire [SIZE:0]   a_norm, b1, b2, b3, nb2, sum1, sum2; 
   assign       a_norm[SIZE] = a[SIZE];
   assign       a_norm[SIZE-1:0] = a[SIZE] ? 0 : a[SIZE-1:0];
   assign       b1[SIZE:0] = (a_norm[SIZE:0] << s) & (~(1 << SIZE));
   assign       b2[SIZE:0] = 0;
   assign       b3[SIZE:0] = 0;
   NEGATE #(SIZE) negate(b2,nb2);
   ADD    #(SIZE) add1(b1,nb2,sum1);
   ADD    #(SIZE) add2(sum1,b3,sum2);
   assign c[SIZE:0] = (s == 0 || s == (SIZE << 1)) ? a[SIZE:0] : sum2[SIZE:0]; 
endmodule  
module COMBINATIONAL(a,b,x,y);   
   parameter SIZE = 4,
	     s    = 0;
   input [SIZE:0]  a;
   input [SIZE:0]  b;
   output [SIZE:0] x;
   output [SIZE:0] y;
   wire [SIZE:0]   t1, t2, t3, t4;
   assign x = 
      (s == (SIZE << 1) +1) ? a : ((t3[SIZE]) ? t3 & (1 << SIZE) : t3); 
   assign y = 
      (s == (SIZE << 1) +1) ? b : ((t4[SIZE]) ? t4 & (1 << SIZE) : t4); 
   SHIFT_UP  #(SIZE, s) shift(b,t1);
   NEGATE    #(SIZE)    neg(t1,t2);
   ADD       #(SIZE)    add1(a,t1,t3);
   ADD       #(SIZE)    add2(a,t2,t4);
endmodule  
==> job_summary.md <==
## Synthesis and layout report

| Metric | Value |
|---|---|
| Vias per inst | `4.42` |
| Crit end category | `flop` |
| First-pass GRT wire length | `6580 µm` |
| Seq cells post-synth | `12` |
| Overflow after GRT | `0` |
| Worst Skew | `0.000743 ns` |
| Worst slew pin tran | `0.751 ns` |
| Antenna Cells | `0` |
| Crit path DRT | `4.86 ns` |
| Post-DP Area | `0.00195 mm²` |
| H-tree depth | `1` |
| Largest stage delay on the critical path | `0.48 ns` |
| Main flop type | `dfxtp_1` |
| Max-slew headroom | `49.8%` |
| Pin count of the biggest net entering global routing | `24` |
| Synth cell types | `42` |
| Leakage power | `0.870 nW` |
| CP max stage cell | `clkdlybuf4s50_1` |
| Setup tns final | `0 ns` |
| Clock Sinks | `12` |
| Status | `finished clean` |
| Yosys stat chip area | `0.00169 mm²` |
| Startpoint Class | `primary input` |
| CP Max Fanout | `4` |
| Fmax | `244 MHz` |
| Die Ht | `100 µm` |
| Avg Cell Area, Syn | `7.92 µm²` |
| Number of detailed-route iterations in the first pass | `4` |
| Critical path arrival | `4.27 ns` |
| Max_cap viols | `0` |
| Gate Count Post-Synth | `213` |
| Final period demand of the worst path | `4.10 ns` |
| Crit Path Class | `in -> reg` |
| Die Wd | `100 µm` |
| Share of layout cells above drive strength 1 | `5.79%` |
| Initial drt markers | `81` |
| Layout area overhead | `19.0%` |
| Clk latency late pin | `0.24 ns` |
| Count of library flops with an enable pin | `0` |
| VDD IR-drop max | `0.000133 V` |
| Final HPWL DP | `3390 µm` |
| I/O Buffers | `31` |
| IO Count | `137` |
| Yosys warns | `3` |
| Slew Limit Fails | `0` |
| TritonCTS clock tree | `yes` |
| Ys async rst share | `0%` |
| Routability cong. | `0.860` |
| Site Rows | `29` |
| OpenROAD warnings | `102` |
| Inserted Clock Buffers | `3` |
| Vias | `1409` |
| Initial Util | `26.9%` |
| Cell family with most CP delay | `simple AND/OR/NAND/NOR gates` |
| RSZ-0062 raised after global routing | `no` |
| Buf/Inv on CP | `3` |
| Most numerous logic cells after layout | `32 x conb_1, 31 x clkdlybuf4s50_1, 27 x a21oi_1` |
| GRT Resource Usage Total | `7.63%` |
| CTS resizes | `0` |
| DRC violations left | `0` |
| Post-synthesis sequential area ratio | `14.2%` |
| Area of the core | `0.00628 mm²` |
| Hold buffers post-CTS | `0` |
| Post-CTS Setup Repair Bufs | `0` |
| Clock-pin slew on the worst setup and hold paths | `0.05 ns` |
| WL final | `4020 µm` |
| Period utilization | `87.3%` |
| Worst min path class | `reg -> reg` |
| P per Cell Area | `197 mW/mm²` |
| Number of global-route vias before repair | `1398` |
| Crit-path cells | `clkdlybuf4s50_1, inv_1, ha_1, or2_4, and2_1, nor2_1, nor2_1, inv_1, ha_1, a21o_1, a21oi_1, fa_1, or3_1, o31ai_1, o31ai_1, mux2i_1, o211ai_1, a21oi_1` |
| CTS root buf | `clkbuf_8` |
| Setup violators final | `0` |
| Clock buffer depth | `2` |
| Fin area | `0.00201 mm²` |
| Routed WL per cell | `12.6 µm` |
| Yosys stat cell total | `213` |
| Area of the mapped netlist | `0.00169 mm²` |
| Most used logic cell in the final layout | `conb_1` |
| Final Hold Fails | `0` |
| Antenna Nets Post-Route | `0` |
| Antenna violations before repair | `0` |
| Chip area | `0.0100 mm²` |
-- layout make-up --
class | instances | area [µm²]
flip-flops and latches | 12 | 240
fillers | 659 | 4270
repair buffers | 36 | 348
clock buffers | 4 | 55.1
multi-input cells | 174 | 1210
inverters | 16 | 60.1
well taps | 77 | 96.3
-- tightest hold or removal path, delay by kind of cell, from the launching register on --
family | cells | cell delay, ns
DFF | 1 | 0.32
and+or+nand+nor | 1 | 0.08
muxes | 1 | 0.06
-- power breakdown --
group | switching [mW] | leakage (nW) | internal [mW] | total [mW]
clock | 0.0362 | 0.0288 | 0.0738 | 0.110
combinational | 0.0877 | 0.743 | 0.0836 | 0.171
sequential | 0.00482 | 0.0985 | 0.109 | 0.114
total | 0.129 | 0.870 | 0.267 | 0.395
-- cells in the mapped netlist, types with 3 or more instances --
library cell	instances	share of area, %
fa_1	4	4.7
inv_1	16	3.6
a21oi_1	27	8.0
ha_1	16	12
mux2i_1	5	3.0
buf_4	36	16
clkbuf_1	3	0.67
nand3_1	3	0.89
nor3_1	4	1.2
nor2_1	18	4.0
nor3b_1	9	4.0
xnor2_1	7	3.6
nand2b_1	6	2.2
xor2_1	6	3.1
o31ai_1	3	1.3
a31oi_1	3	1.1
nand2_1	4	0.89
dfxtp_1	12	14
-- per-layer routing --
metal / part of all wire (%) / wire [µm] / vias to the layer above / global-route usage [%]
li1: - / - / 734 / -
met1: 51 / 2030 / 630 / 11.4
met2: 41 / 1660 / 43 / 11.0
met3: 7.7 / 310 / 2 / 2.29
met4: 0.35 / 14 / 0 / 0.761
met5: 0 / 0 / - / 0
-- logic make-up after synthesis --
| logic type | Yosys count | share of synthesized area [%] |
|---|---|---|
| DFF | 12 | 14.2 |
| muxes | 5 | 2.97 |
| buffers and inverters | 58 | 21.1 |
| AOI/OAI and AO/OA | 50 | 19.7 |
| and+or+nand+nor | 54 | 18.5 |
| other | 1 | 0.222 |
| adders and majority gates | 20 | 16.6 |
| xor gates and xnor gates | 13 | 6.75 |
-- through the flow --
stage                     power, mW  instances  hold WS (ns)  utilization [%]  setup slack [ns]
after floorplan               0.244        244         0.461                -              1.08
after global placement        0.288        315         0.478             31.1             0.380
after detailed placement      0.288        315         0.488             31.1             0.368
after CTS                     0.401        319         0.503             32.0             0.599
after global routing          0.429        319         0.518             32.0             0.373
final                         0.395        319         0.501             32.0             0.597
-- sequential cells by signal (all words and copies together) (netlist names) --
signal,count
ScanReg,2
outleft,5
outright,5
-- path summary, 6_finish.rpt --
| check | from | to | slack (ns) | depth (start not counted) |
|---|---|---|---|---|
| min | ScanReg[2] | ScanReg[2] | 0.50 | 2 |
| max reg2reg | outleft[0] | outleft[0] | 3.82 | 3 |
| max | inright[0] | outright[3] | 0.60 | 18 |
| min reg2reg | ScanReg[2] | ScanReg[2] | 0.50 | 2 |
Power and IR drop assume default switching activity.
