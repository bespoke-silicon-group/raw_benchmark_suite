$ cat flow/config.mk
export PLATFORM = sky130hd
export DESIGN_NAME = Life_Block
export DESIGN_NICKNAME = Life_Block
export VERILOG_FILES = /design/flow/design.v
export SDC_FILE = /design/flow/constraint.sdc
export NUM_CORES = 4
export LEC_CHECK = 1
export CORE_UTILIZATION = 40
$ cat flow/design.v
module CELL ( DATA_IN, cell_value, Reset, WR, Enable,
                Clk, NEIGHBORS);
   parameter DUMMY=0;
   input       DATA_IN;          
   output      cell_value;       
   input       Reset;
   input       WR;               
   input       Enable;           
   input       Clk;
   input [7:0] NEIGHBORS;        
   reg	       cell_value;       
   integer     i, count;
   always @(posedge Clk)
      begin
	 if (Reset)
	    begin
	       cell_value=0;
	    end
	 else if (WR)
	    begin
	       cell_value = DATA_IN;
	    end
	 else if (Enable) begin
	    count = 0;
	    for (i=0; i < 8; i = i + 1) begin
	       count = count + NEIGHBORS[i];
	    end 
	    if (cell_value) begin
	       if ((count != 2) & (count != 3))
		  cell_value = 1'b0;
	    end
	    else
	       if (count == 3)
		  begin
		     cell_value = 1'b1;
		  end
	 end			
      end   
endmodule
module Life_Block ( Clk, Reset, RD, WR, Addr, DataIn, DataOut, 
		   ScanIn, ScanOut, ScanEnable,
		   Id, Enable, BLOCK_VALUE, 
		   NORTH_EDGE, SOUTH_EDGE, EAST_EDGE, WEST_EDGE,
		   NW_EDGE, SW_EDGE, NE_EDGE, SE_EDGE);
   parameter IDWIDTH  = 8,
	     SCAN   = 1;
   input			 Clk;
   input			 Reset;
   input			 RD, WR;
   input [15-1:0]	 Addr;
   input [32-1:0]	 DataIn;
   output [32-1:0] DataOut;
   input [32-1:0]	 ScanIn;
   output [32-1:0] ScanOut;
   input			 ScanEnable;   
   input [IDWIDTH-1:0]     Id;           
   input		     Enable;      
   output [32-1:0] BLOCK_VALUE;  
   input [32-1:0]  NORTH_EDGE;
   input [32-1:0]  SOUTH_EDGE;
   input		     EAST_EDGE;
   input		     WEST_EDGE;
   input		     NW_EDGE;
   input		     SW_EDGE;
   input		     NE_EDGE;
   input		     SE_EDGE;
   wire [32-1:0]    n0;  
   wire [32-1:0]    n1;
   wire [32-1:0]    n2;
   wire [32-1:0]    n3;
   wire [32-1:0]    n4;
   wire [32-1:0]    n5;
   wire [32-1:0]    n6;
   wire [32-1:0]    n7;
   wire CELL_WR;  
   wire [32-1:0]	 DIN;  
CELL #(0) cell_0 (.DATA_IN(DIN[0]), .cell_value(BLOCK_VALUE[0]), 
             .Reset(Reset),.WR(CELL_WR), .Enable(Enable), .Clk(Clk),
         .NEIGHBORS({n7[0],n6[0],n5[0],n4[0],n3[0],n2[0],n1[0],n0[0]}));
CELL #(0) cell_1 (.DATA_IN(DIN[1]), .cell_value(BLOCK_VALUE[1]), 
             .Reset(Reset),.WR(CELL_WR), .Enable(Enable), .Clk(Clk),
         .NEIGHBORS({n7[1],n6[1],n5[1],n4[1],n3[1],n2[1],n1[1],n0[1]}));
CELL #(0) cell_2 (.DATA_IN(DIN[2]), .cell_value(BLOCK_VALUE[2]), 
             .Reset(Reset),.WR(CELL_WR), .Enable(Enable), .Clk(Clk),
         .NEIGHBORS({n7[2],n6[2],n5[2],n4[2],n3[2],n2[2],n1[2],n0[2]}));
CELL #(0) cell_3 (.DATA_IN(DIN[3]), .cell_value(BLOCK_VALUE[3]), 
             .Reset(Reset),.WR(CELL_WR), .Enable(Enable), .Clk(Clk),
         .NEIGHBORS({n7[3],n6[3],n5[3],n4[3],n3[3],n2[3],n1[3],n0[3]}));
CELL #(0) cell_4 (.DATA_IN(DIN[4]), .cell_value(BLOCK_VALUE[4]), 
             .Reset(Reset),.WR(CELL_WR), .Enable(Enable), .Clk(Clk),
         .NEIGHBORS({n7[4],n6[4],n5[4],n4[4],n3[4],n2[4],n1[4],n0[4]}));
CELL #(0) cell_5 (.DATA_IN(DIN[5]), .cell_value(BLOCK_VALUE[5]), 
             .Reset(Reset),.WR(CELL_WR), .Enable(Enable), .Clk(Clk),
         .NEIGHBORS({n7[5],n6[5],n5[5],n4[5],n3[5],n2[5],n1[5],n0[5]}));
CELL #(0) cell_6 (.DATA_IN(DIN[6]), .cell_value(BLOCK_VALUE[6]), 
             .Reset(Reset),.WR(CELL_WR), .Enable(Enable), .Clk(Clk),
         .NEIGHBORS({n7[6],n6[6],n5[6],n4[6],n3[6],n2[6],n1[6],n0[6]}));
CELL #(0) cell_7 (.DATA_IN(DIN[7]), .cell_value(BLOCK_VALUE[7]), 
             .Reset(Reset),.WR(CELL_WR), .Enable(Enable), .Clk(Clk),
         .NEIGHBORS({n7[7],n6[7],n5[7],n4[7],n3[7],n2[7],n1[7],n0[7]}));
CELL #(0) cell_8 (.DATA_IN(DIN[8]), .cell_value(BLOCK_VALUE[8]), 
             .Reset(Reset),.WR(CELL_WR), .Enable(Enable), .Clk(Clk),
         .NEIGHBORS({n7[8],n6[8],n5[8],n4[8],n3[8],n2[8],n1[8],n0[8]}));
CELL #(0) cell_9 (.DATA_IN(DIN[9]), .cell_value(BLOCK_VALUE[9]), 
             .Reset(Reset),.WR(CELL_WR), .Enable(Enable), .Clk(Clk),
         .NEIGHBORS({n7[9],n6[9],n5[9],n4[9],n3[9],n2[9],n1[9],n0[9]}));
CELL #(0) cell_10 (.DATA_IN(DIN[10]), .cell_value(BLOCK_VALUE[10]), 
             .Reset(Reset),.WR(CELL_WR), .Enable(Enable), .Clk(Clk),
         .NEIGHBORS({n7[10],n6[10],n5[10],n4[10],n3[10],n2[10],n1[10],n0[10]}));
CELL #(0) cell_11 (.DATA_IN(DIN[11]), .cell_value(BLOCK_VALUE[11]), 
             .Reset(Reset),.WR(CELL_WR), .Enable(Enable), .Clk(Clk),
         .NEIGHBORS({n7[11],n6[11],n5[11],n4[11],n3[11],n2[11],n1[11],n0[11]}));
CELL #(0) cell_12 (.DATA_IN(DIN[12]), .cell_value(BLOCK_VALUE[12]), 
             .Reset(Reset),.WR(CELL_WR), .Enable(Enable), .Clk(Clk),
         .NEIGHBORS({n7[12],n6[12],n5[12],n4[12],n3[12],n2[12],n1[12],n0[12]}));
CELL #(0) cell_13 (.DATA_IN(DIN[13]), .cell_value(BLOCK_VALUE[13]), 
             .Reset(Reset),.WR(CELL_WR), .Enable(Enable), .Clk(Clk),
         .NEIGHBORS({n7[13],n6[13],n5[13],n4[13],n3[13],n2[13],n1[13],n0[13]}));
CELL #(0) cell_14 (.DATA_IN(DIN[14]), .cell_value(BLOCK_VALUE[14]), 
             .Reset(Reset),.WR(CELL_WR), .Enable(Enable), .Clk(Clk),
         .NEIGHBORS({n7[14],n6[14],n5[14],n4[14],n3[14],n2[14],n1[14],n0[14]}));
CELL #(0) cell_15 (.DATA_IN(DIN[15]), .cell_value(BLOCK_VALUE[15]), 
             .Reset(Reset),.WR(CELL_WR), .Enable(Enable), .Clk(Clk),
         .NEIGHBORS({n7[15],n6[15],n5[15],n4[15],n3[15],n2[15],n1[15],n0[15]}));
CELL #(0) cell_16 (.DATA_IN(DIN[16]), .cell_value(BLOCK_VALUE[16]), 
             .Reset(Reset),.WR(CELL_WR), .Enable(Enable), .Clk(Clk),
         .NEIGHBORS({n7[16],n6[16],n5[16],n4[16],n3[16],n2[16],n1[16],n0[16]}));
CELL #(0) cell_17 (.DATA_IN(DIN[17]), .cell_value(BLOCK_VALUE[17]), 
             .Reset(Reset),.WR(CELL_WR), .Enable(Enable), .Clk(Clk),
         .NEIGHBORS({n7[17],n6[17],n5[17],n4[17],n3[17],n2[17],n1[17],n0[17]}));
CELL #(0) cell_18 (.DATA_IN(DIN[18]), .cell_value(BLOCK_VALUE[18]), 
             .Reset(Reset),.WR(CELL_WR), .Enable(Enable), .Clk(Clk),
         .NEIGHBORS({n7[18],n6[18],n5[18],n4[18],n3[18],n2[18],n1[18],n0[18]}));
CELL #(0) cell_19 (.DATA_IN(DIN[19]), .cell_value(BLOCK_VALUE[19]), 
             .Reset(Reset),.WR(CELL_WR), .Enable(Enable), .Clk(Clk),
         .NEIGHBORS({n7[19],n6[19],n5[19],n4[19],n3[19],n2[19],n1[19],n0[19]}));
CELL #(0) cell_20 (.DATA_IN(DIN[20]), .cell_value(BLOCK_VALUE[20]), 
             .Reset(Reset),.WR(CELL_WR), .Enable(Enable), .Clk(Clk),
         .NEIGHBORS({n7[20],n6[20],n5[20],n4[20],n3[20],n2[20],n1[20],n0[20]}));
CELL #(0) cell_21 (.DATA_IN(DIN[21]), .cell_value(BLOCK_VALUE[21]), 
             .Reset(Reset),.WR(CELL_WR), .Enable(Enable), .Clk(Clk),
         .NEIGHBORS({n7[21],n6[21],n5[21],n4[21],n3[21],n2[21],n1[21],n0[21]}));
CELL #(0) cell_22 (.DATA_IN(DIN[22]), .cell_value(BLOCK_VALUE[22]), 
             .Reset(Reset),.WR(CELL_WR), .Enable(Enable), .Clk(Clk),
         .NEIGHBORS({n7[22],n6[22],n5[22],n4[22],n3[22],n2[22],n1[22],n0[22]}));
CELL #(0) cell_23 (.DATA_IN(DIN[23]), .cell_value(BLOCK_VALUE[23]), 
             .Reset(Reset),.WR(CELL_WR), .Enable(Enable), .Clk(Clk),
         .NEIGHBORS({n7[23],n6[23],n5[23],n4[23],n3[23],n2[23],n1[23],n0[23]}));
CELL #(0) cell_24 (.DATA_IN(DIN[24]), .cell_value(BLOCK_VALUE[24]), 
             .Reset(Reset),.WR(CELL_WR), .Enable(Enable), .Clk(Clk),
         .NEIGHBORS({n7[24],n6[24],n5[24],n4[24],n3[24],n2[24],n1[24],n0[24]}));
CELL #(0) cell_25 (.DATA_IN(DIN[25]), .cell_value(BLOCK_VALUE[25]), 
             .Reset(Reset),.WR(CELL_WR), .Enable(Enable), .Clk(Clk),
         .NEIGHBORS({n7[25],n6[25],n5[25],n4[25],n3[25],n2[25],n1[25],n0[25]}));
CELL #(0) cell_26 (.DATA_IN(DIN[26]), .cell_value(BLOCK_VALUE[26]), 
             .Reset(Reset),.WR(CELL_WR), .Enable(Enable), .Clk(Clk),
         .NEIGHBORS({n7[26],n6[26],n5[26],n4[26],n3[26],n2[26],n1[26],n0[26]}));
CELL #(0) cell_27 (.DATA_IN(DIN[27]), .cell_value(BLOCK_VALUE[27]), 
             .Reset(Reset),.WR(CELL_WR), .Enable(Enable), .Clk(Clk),
         .NEIGHBORS({n7[27],n6[27],n5[27],n4[27],n3[27],n2[27],n1[27],n0[27]}));
CELL #(0) cell_28 (.DATA_IN(DIN[28]), .cell_value(BLOCK_VALUE[28]), 
             .Reset(Reset),.WR(CELL_WR), .Enable(Enable), .Clk(Clk),
         .NEIGHBORS({n7[28],n6[28],n5[28],n4[28],n3[28],n2[28],n1[28],n0[28]}));
CELL #(0) cell_29 (.DATA_IN(DIN[29]), .cell_value(BLOCK_VALUE[29]), 
             .Reset(Reset),.WR(CELL_WR), .Enable(Enable), .Clk(Clk),
         .NEIGHBORS({n7[29],n6[29],n5[29],n4[29],n3[29],n2[29],n1[29],n0[29]}));
CELL #(0) cell_30 (.DATA_IN(DIN[30]), .cell_value(BLOCK_VALUE[30]), 
             .Reset(Reset),.WR(CELL_WR), .Enable(Enable), .Clk(Clk),
         .NEIGHBORS({n7[30],n6[30],n5[30],n4[30],n3[30],n2[30],n1[30],n0[30]}));
CELL #(0) cell_31 (.DATA_IN(DIN[31]), .cell_value(BLOCK_VALUE[31]), 
             .Reset(Reset),.WR(CELL_WR), .Enable(Enable), .Clk(Clk),
         .NEIGHBORS({n7[31],n6[31],n5[31],n4[31],n3[31],n2[31],n1[31],n0[31]}));
   assign n0[30:1] = NORTH_EDGE[30:1];
   assign n1[30:1] = NORTH_EDGE[29:0];
   assign n2[30:1] = BLOCK_VALUE[29:0];
   assign n3[30:1] = SOUTH_EDGE[29:0];
   assign n4[30:1] = SOUTH_EDGE[30:1];
   assign n5[30:1] = SOUTH_EDGE[31:2];
   assign n6[30:1] = BLOCK_VALUE[31:2];
   assign n7[30:1] = NORTH_EDGE[31:2];
   assign n0[32-1] = NORTH_EDGE[32-1];
   assign n1[32-1] = NORTH_EDGE[32-2];
   assign n2[32-1] = BLOCK_VALUE[32-2];
   assign n3[32-1] = SOUTH_EDGE[32-2];
   assign n4[32-1] = SOUTH_EDGE[32-1];
   assign n5[32-1] = SW_EDGE;
   assign n6[32-1] = WEST_EDGE;
   assign n7[32-1] = NW_EDGE;
   assign n0[0] = NORTH_EDGE[0];
   assign n1[0] = NE_EDGE;
   assign n2[0] = EAST_EDGE;
   assign n3[0] = SE_EDGE;
   assign n4[0] = SOUTH_EDGE[0];
   assign n5[0] = SOUTH_EDGE[1];
   assign n6[0] = BLOCK_VALUE[1];
   assign n7[0] = NORTH_EDGE[1];
   assign CELL_WR = SCAN ? ScanEnable : WR && (Id==Addr[IDWIDTH-1:0]);
   assign DataOut = (!SCAN && Id==Addr[IDWIDTH-1:0]) ? 
      BLOCK_VALUE : 32'bzzzzzzzzzzzzzzzzzzzzzzzzzzzzzzzz;
   assign ScanOut = SCAN ? BLOCK_VALUE: 0;
   assign DIN = SCAN ? ScanIn: DataIn;
endmodule
module Life_Control (Clk, Reset, RD, WR, Addr, DataIn, DataOut,
		       ScanIn, ScanOut, ScanEnable,
		       Id,ScanId,Enable);
   parameter WIDTH = 8,
	     CWIDTH = 8,
	     IDWIDTH = 8,
	     SCAN   = 1;
   input			 Clk,Reset,RD,WR;
   input [15-1:0]	 Addr;
   input [32-1:0]	 DataIn;
   output [32-1:0] DataOut;
   input [IDWIDTH-1:0]		 ScanId;
   input [WIDTH-1:0]		 ScanIn;
   output [WIDTH-1:0]		 ScanOut;
   output			 ScanEnable;   
   input [IDWIDTH-1:0]		 Id;
   output			 Enable;
   reg [CWIDTH-1:0]		 count;
   reg [WIDTH-1:0]		 ScanReg;
   assign ScanEnable=(SCAN && (RD || WR) && Addr[IDWIDTH-1:0]==ScanId);
   assign ScanOut= WR ? DataIn[WIDTH-1:0]: 0;
   assign DataOut[32-1:0] =
      (Addr[IDWIDTH-1:0] == Id) ? count:
            (ScanEnable && RD) ? ScanReg: 32'bzzzzzzzzzzzzzzzzzzzzzzzzzzzzzzzz;
   assign Enable = !(count==0);
   always @(posedge Clk)
      begin
	 ScanReg=ScanIn;
	 if (Reset)
	    count=0;
	 else if (WR && (Addr[IDWIDTH-1:0]==Id))
	    count=DataIn[CWIDTH-1:0];
	 else
	    if(count) 
	       count=count-1;
      end
endmodule
$ cat flow/run.sh
#!/bin/bash
# OpenROAD 26Q1-2900-gdf79404cd8, Yosys 0.63+post, stock flow scripts
make -C /OpenROAD-flow-scripts/flow DESIGN_CONFIG=/design/flow/config.mk WORK_HOME=/design/flow/orfs finish
$ cat flow/constraint.sdc
current_design Life_Block

set clk_period 3.3
set clk_io_pct 0.2

create_clock -name clk0 -period $clk_period [get_ports {Clk}]

set non_clock_inputs [all_inputs -no_clocks]
set_input_delay [expr $clk_period * $clk_io_pct] -clock clk0 $non_clock_inputs
set_output_delay [expr $clk_period * $clk_io_pct] -clock clk0 [all_outputs]
==> run summary <==
Implementation status.

- The run finished with clean final reports.
- The remaining max-slew budget at the tightest pin is 0.600.
- The layout stage reports a final design area of 10,000 µm².
- The skew report gives the latency at the later pin of the worst-skew pair as 0.29 ns.
- The worst voltage drop across the vdd grid is 0.000136 V.
- During I/O placement, the number of pins put on the boundary was 259.
- In this run the maximum-capacitance check reported violations numbering 0.
- The post-layout instance count excluding filler cells is 1,299.
- The sum of negative setup slack is 0 ns.
- In this run the number of H-tree levels came out at 2.
- The via count of the first global-routing pass was 5,570.
- In this build the clock could be raised as far as 0.310 GHz.
- The clock tree from TritonCTS is built.
- The sort of element at the end of the critical path is a register.
- The die width is 143 µm.
- Per the placement report, the placed cell count is 1,284.
- The pin count of the biggest net entering global routing is 37.
- The synthesis stat section lists a flop and latch total of 32.
- The number of cells reported by Yosys stat comes to 883.
- The cell taking the most area after synthesis is fa_1.
- Clock tree synthesis inserted a total of 5 buffers.
- The script parses the final routing iteration and logs DRC violations as 0.
- After technology mapping, the gate count stands at 883.
- The core region is 19,500 µm².
- After detailed routing, the number of vias per cell comes to 4.41.
- The placement stage leaves a total instance area of 9650 µm².
- The most critical setup path has its startpoint at SOUTH_EDGE[23].
- Setup repair after global routing could not meet its margin everywhere.
- In this run the register-to-register setup slack is 0.80 ns.
- The average instance area after synthesis is 9.07 µm².
- The antenna diode count is 0.
- The cell depth of the worst flop-to-flop path is 8.
- Endpoints failing hold in the final report were tallied at 0.
- For the worst reg-to-reg path, the startpoint reported by OpenROAD is cell_18.cell_value.
- The iteration tally of the first detailed-router pass is 4.
- Counting every sink on the clock net gives 32.
- According to the timing report, the critical path is captured at cell_23.cell_value.
- The total standard cell area after synthesis is 8010 µm².
- For this design, the CTS-stage hold fixing added 0 buffers.
- Data arrives at the worst endpoint at 3.43 ns.
- The worst setup path is of the in -> reg kind.
- The kind of launch point of the worst setup path is a primary input.
- The number of nets with antenna violations after detailed routing is 0.
- The layout has 1,826 filler cells.
- For reference, the clock transition at the flip-flops on the worst setup and hold paths is 0.06 ns.
- The transition at the pin with the smallest max-transition slack is 0.600 ns.
- The HPWL after detailed placement is 14.0 mm.
- The number of warning messages in the yosys log is 3.
- The share of the core area taken by cells at floorplan is 0.410.
- The die covers 20,600 µm².
- Looking at the clock tree report, the root buffer type is clkbuf_16.
- The tightest min-delay check is of the reg -> reg type.
- The vertical die dimension reported for this design is 143 µm.
- The clock arrives with 0.00347 ns of skew.
- The reported leakage power is 5.10 nW.
- The buffer depth of the longest clock path is 2.
- The launch point of the worst hold path is cell_30.cell_value.
- The initial antenna violation count was 0.
- The data required time of the worst path is 3.50 ns.
- Setup slack on the critical path of the routed design comes to 0.0723 ns.
- Measured on the finished design, the core utilization comes to 0.514.
- Sorting the synthesized cells by area gives the leading types as fa_1, ha_1, inv_1.
- The number of placement rows is 51.
- The number of DRC markers after the initial detailed-route iteration is 136.
- Yosys reports a chip area of 8010 µm².
- The setup slack at placement is -0.567 ns.
- For reference, the final report shows the max-slew violation count at 0.
- The design draws 3.35 mW.
- Post-route period utilization is reported as 0.978.
- In this run the worst path has a maximum fanout of 2.
- The area fraction of the largest cell type after synthesis is 0.320.
- The synthesis-to-finish area growth is 25.4%.
- The overall overflow remaining after global route is 0.
- Across all layers, the routed design uses 5,728 vias.
- The share of layout cells above drive strength 1 is 0.199.
- The count of cell types in the netlist is 22.
- Per the detailed-route log, wirelength across all metal layers totals 16.5 mm.
- The aggregate global-route resource usage is 0.174.
- In the final routed layout, each cell accounts on average for 12.7 µm.
- The routability congestion estimate from global placement is 0.862.
- The first-pass GRT wire length is 26.5 mm.
- The final critical delay including setup and external delays is 3.23 ns.
- The number of warnings reported in the stage logs is 83.
- The setup-violating endpoint count in the final report is 0.
- The sequential area share after synthesis is 0.0800.
- The report lists the power per cell area as 334 nW/µm².
- Port buffering added 169 buffers.
- The worst hold margin is 0.591 ns.
- The endpoint identified for the worst register-to-register timing path is cell_19.cell_value.
==> layout make-up <==
| type | count | area (µm²) | area share |
|---|---|---|---|
| clock buffer | 8 | 146 | 0.0146 |
| tap | 265 | 332 | 0.0330 |
| timing repair buffer | 226 | 1990 | 0.199 |
| inverter | 288 | 1080 | 0.108 |
| multi-input combinational | 480 | 5840 | 0.582 |
| sequential | 32 | 641 | 0.0638 |
==> power by group <==
group          switching, mW  total (mW)  internal (mW)
Combinational           1.11        2.36           1.25
Clock                  0.202       0.504          0.302
Sequential            0.0616       0.491          0.429
==> logic make-up (layout without fill, tap and decap cells) <==
logic type	after synthesis	count (layout)	synth area share
fa+ha+maj	224	224	0.470
buf+inv	402	522	0.244
simple gates	70	70	0.0572
flops	32	32	0.0800
mux	17	17	0.0213
compound gates	137	137	0.127
other cells	1	32	0.000468
==> worst min-delay path by stage <==
| stage | end | slack (ns) | cells after the start |
|---|---|---|---|
| global route | cell_15.cell_value | 0.65 | 2 |
| CTS | cell_30.cell_value | 0.60 | 2 |
| finish | cell_30.cell_value | 0.59 | 2 |
==> layer usage <==
layer / wire length (µm) / global-route usage
met5: 0 / 0
met4: 150 / 0.0112
met3: 948 / 0.0336
met2: 7590 / 0.277
met1: 7810 / 0.267
==> critical path: stages <==
cell and delay (ns):
clkdlybuf4s50_1 0.52, inv_1 0.06, fa_1 0.45, fa_1 0.49, inv_1 0.05, fa_2 0.34, inv_1 0.08, fa_2 0.42
o21bai_4 0.17, o32ai_2 0.19
==> synthesized netlist by cell type <==
master	instances
a211oi_1	17
a21oi_1	50
a31oi_1	6
buf_2	7
buf_4	97
buf_6	8
conb_1	1
dfxtp_1	32
dlygate4sd1_1	2
fa_1	128
ha_1	96
inv_1	288
mux2i_1	17
nand2_1	6
nand2_4	1
nor2_1	6
nor2_4	1
nor2b_1	24
nor3b_1	32
o21bai_1	32
o32ai_1	21
o32ai_2	11
==> cells in the final DEF, fill, tap and decap left out, drive strengths merged, types with 24 or more instances in the layout <==
cell type / synthesis / routed
a21oi: 50 / 50
buf: 112 / 61
clkbuf: 0 / 39
clkdlybuf4s50: 0 / 115
conb: 1 / 32
dfxtp: 32 / 32
fa: 128 / 128
ha: 96 / 96
inv: 288 / 288
nor2b: 24 / 24
nor3b: 32 / 32
o21bai: 32 / 32
o32ai: 32 / 32
==> timing repair <==
| item | CTS | global route |
|---|---|---|
| pin swaps | 8 | 72 |
| resized | 49 | 163 |
| gates cloned | 0 | 0 |
| setup endpoints to repair | 32 | 32 |
| setup buffers | 0 | 7 |
Power and IR drop assume default switching activity.
